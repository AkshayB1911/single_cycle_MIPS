**design/flow/design.v**
```verilog
module alu_i (
    input wire a,
    input wire b,
    input wire less,     
    input wire [3:0] alu_control_out,
    input wire carry_in,
    output wire result,
    output wire carry_out
);
    wire b_invert, sum, and_out, or_out;
    assign b_invert = (alu_control_out == 4'b0110 || alu_control_out == 4'b0111);  
    wire b_mux = b_invert ? ~b : b;
    assign and_out = a & b;
    assign or_out = a | b;
    assign sum = a ^ b_mux ^ carry_in;
    assign carry_out = (a & b_mux) | (a & carry_in) | (b_mux & carry_in);
    assign result = (alu_control_out == 4'b0000) ? and_out :
                    (alu_control_out == 4'b0001) ? or_out  :
                    (alu_control_out == 4'b0010 || alu_control_out == 4'b0110) ? sum :
                    (alu_control_out == 4'b0111) ? less :
                    (alu_control_out == 4'b1100) ? ~(a | b) :
                    1'b0;
endmodule
module alu (
    input wire [31:0] a,
    input wire [31:0] b,
    input wire [3:0] alu_control_out,
    output wire zero,
    output wire [31:0] result,
    output wire overflow
);
    wire [31:0] carry;
    wire [31:0] r;
    wire set;
    genvar i;
    generate
        for (i = 0; i < 31; i = i + 1) begin : alu_bits
            if (i == 0) begin
                alu_i alu_bit (
                    .a(a[i]),
                    .b(b[i]),
                    .less(set), 
                    .alu_control_out(alu_control_out),
                    .carry_in((alu_control_out == 4'b0110 || alu_control_out == 4'b0111) ? 1'b1 : (alu_control_out == 4'b0010) ? 1'b0 : 1'b0),
                    .result(r[i]),
                    .carry_out(carry[i])
                );
            end else begin
                alu_i alu_bit (
                    .a(a[i]),
                    .b(b[i]),
                    .less(1'b0),
                    .alu_control_out(alu_control_out),
                    .carry_in(carry[i-1]),
                    .result(r[i]),
                    .carry_out(carry[i])
                );
            end
        end
    endgenerate
    alu_msb alu_bit31 (
        .a(a[31]),
        .b(b[31]),
        .alu_control_out(alu_control_out),
        .carry_in(carry[30]),
        .less(1'b0),
        .result(r[31]),
        .carry_out(),
        .set(set),
        .overflow(overflow)
    );
    assign result = r;
    assign zero = ~|result; 
endmodule
module alu_msb (
    input wire a,
    input wire b,
    input wire [3:0] alu_control_out,
    input wire carry_in,
    input wire less,          
    output wire result,
    output wire carry_out,
    output wire set,          
    output wire overflow
);
    wire b_invert = (alu_control_out == 4'b0110 || alu_control_out == 4'b0111);
    wire b_mux = b_invert ? ~b : b;
    wire sum = a ^ b_mux ^ carry_in;
    assign carry_out = (a & b_mux) | (a & carry_in) | (b_mux & carry_in);
    assign overflow = carry_in ^ carry_out;
    assign set = sum;
    assign result = (alu_control_out == 4'b0000) ? (a & b) :
                    (alu_control_out == 4'b0001) ? (a | b) :
                    (alu_control_out == 4'b0010 || alu_control_out == 4'b0110) ? sum :
                    (alu_control_out == 4'b0111) ? less :
                    (alu_control_out == 4'b1100) ? ~(a | b) :
                    1'b0;
endmodule
```
**design/flow/run.sh**
```bash
#!/bin/bash
# OpenROAD 26Q1-2900-gdf79404cd8, Yosys 0.63+post, stock flow scripts
make -C /OpenROAD-flow-scripts/flow DESIGN_CONFIG=/design/flow/config.mk WORK_HOME=/design/flow/orfs finish
```
**design/flow/config.mk**
```make
export PLATFORM = sky130hd
export DESIGN_NAME = alu
export DESIGN_NICKNAME = alu
export VERILOG_FILES = /design/flow/design.v
export SDC_FILE = /design/flow/constraint.sdc
export NUM_CORES = 4
export LEC_CHECK = 1
export CORE_UTILIZATION = 30
```
**design/flow/constraint.sdc**
```tcl
current_design alu

set clk_period 14.3
set clk_io_pct 0.2

create_clock -name clk0 -period $clk_period

set non_clock_inputs [all_inputs -no_clocks]
set_input_delay [expr $clk_period * $clk_io_pct] -clock clk0 $non_clock_inputs
set_output_delay [expr $clk_period * $clk_io_pct] -clock clk0 [all_outputs]
```
==> writeup.txt <==
The number of placed instances with taps included is 497, and the synthesized area per cell is 8.36 µm². The run gives 47 for the pin count of the biggest net entering global routing. Buffers placed on the I/O ports in this run total 102. The tools report the startpoint class of the critical path as an input pin. The run gives 2384 for the via count of the first global-routing pass.

The finished layout holds 499 standard cells, fillers aside. Row generation in the floorplan step produced 32 rows. According to the floorplan report, the die height is 92.7 µm. The count of vias placed by the detailed router is 2477, and the largest fanout on the critical path is 2. Critical path class: input pin to output port.

The synthesis warning total was 0. The critical path's slowest stage uses the library cell sky130_fd_sc_hd__fa_1. The worst setup path is captured at an output port.

Most frequent cell on the critical path: sky130_fd_sc_hd__fa_2. The run gives 0 as the number of buffers inserted by hold repair at cts. Setup repair after global routing could not meet its margin everywhere. Leaving out fill and tap cells, the most frequent cells in the layout are 83 x sky130_fd_sc_hd__clkdlybuf4s50_1, 50 x sky130_fd_sc_hd__buf_4, 31 x sky130_fd_sc_hd__inv_1.

Per the timing report, the achievable frequency comes out to 0.0535 GHz. After layout, the minimum clock period comes to 18.70 ns. The final worst setup slack came out at -4.40 ns.

The number of warnings reported in the stage logs is 36. Worst hold margin: 6.22 ns. Endpoints failing hold in the final report were tallied at 0. At the worst endpoint, the arrival time is 15.84 ns.

In this run the static leakage power is 1.60 nW. According to the cell report, flip-flops and latches in the layout number 0. The synthesized netlist handed to floorplanning was reported with a cell count of 295. Clock buffers in the final layout number 0. Max-cap violations in this run came to 0.

The logs give -29.46 ns for the setup TNS and 31.4% for the starting density of the core. Slew at the pin closest to its max-slew limit: 0.971 ns. The total congestion overflow after global routing was 0; the floorplan die width was 92.7 µm. The distinct cell type count after synthesis was 38; the total count of max-transition violations in the final report was 0. The data required time reported for the critical path is 11.44 ns. The area growth from synthesis to layout was 56.8%; the initial antenna violation count was 0. The flow ran to the end, but the final reports show violations. Cells with a size suffix above 1 make up 31.7% of the layout. The run gives 0% for the proportion of synthesized chip area in sequential cells. For this run, design rule violations remaining after detail routing come to 0.

Registers take 0 µm². Chip area: 8590 µm². The first global-routing pass estimated 11900 µm of wire. In this run the remaining antenna-violating nets after routing total 0. The post-route clock period utilization works out to 131%. The routed design ends up with an antenna cell count of 0.

The delay of the slowest critical-path stage works out to 0.51 ns. For this run, the total global-route usage over all layers was measured as 17.8%. The tools report the count of routing violations after the opening detailed-route iteration as 64.

The routed design shows a wire length per standard cell of 15.1 µm. With the worst vdd rail ir drop at 0.0227 mV, the number of iterations in the first detailed-routing pass is 4. The congestion estimate from routability-driven global placement came to 0.848.

Per the Yosys statistics, synthesis produced 295 cells. The routed wire length is 7540 µm, and the power per cell area is 38.8 nW/µm². The tools report the detailed placer's ending HPWL as 5830 µm.

Among logic cells in the layout, the one with the most instances is sky130_fd_sc_hd__clkdlybuf4s50_1. Final setup violation count: 13. During I/O placement, the number of pins put on the boundary was 102. In the routed layout, each cell is associated on average with a via count of 4.96.

In this run the tightest slew margin relative to its limit is 34.9%. For the core region area, the log shows 7850 µm². The classification of the worst-slack hold path was input pin to output port.

The design draws 0.150 mW. The mapped netlist covers 2470 µm². The tools report the synthesized chip area reported by yosys as 2470 µm².

The final reports fail on setup timing.
-- stage by stage --
step                      cell area, µm²  utilization (%)  worst slack, ns
final                               3870             49.3            -4.40
after global routing                3870             49.3            -4.75
after CTS                           3780             48.2            -4.54
after detailed placement            3770             48.0            -5.24
after global placement              3770             48.0            -5.21
after floorplan                     2600                -            -4.09
-- critical path: cells and delay by family --
| kind | cells | cell delay (ns) |
|---|---|---|
| buffers and inverters | 3 | 0.65 |
| adders and majority gates | 31 | 10.68 |
| AOI/OAI and AO/OA | 3 | 0.33 |
| and+or+nand+nor | 5 | 1.30 |
-- power breakdown --
| group | switching [mW] | leakage [nW] | internal, mW |
|---|---|---|---|
| Combinational | 0.0639 | 1.60 | 0.0862 |
| Sequential | 0 | 0 | 0 |
| Clock | 0 | 0 | 0 |
| Total | 0.0639 | 1.60 | 0.0862 |
-- layer usage --
| layer | vias up | part of all wire, % | global-route usage (%) |
|---|---|---|---|
| met3 | 0 | 4.8 | 1.67 |
| met4 | 0 | 0 | 0 |
| met1 | 1190 | 47 | 26.8 |
| li1 | 1226 | - | - |
| met5 | - | 0 | 0 |
| met2 | 61 | 49 | 30.2 |
-- synth_stat cells --
cell type                   number  share of area (%)
sky130_fd_sc_hd__nand3b_1        2               0.61
sky130_fd_sc_hd__clkbuf_1        3               0.46
sky130_fd_sc_hd__maj3_2          1               0.46
sky130_fd_sc_hd__maj3_1         23                9.3
sky130_fd_sc_hd__inv_1          32                4.9
sky130_fd_sc_hd__nand4b_1        2               0.71
sky130_fd_sc_hd__xor2_1         30                 11
sky130_fd_sc_hd__nand4bb_1       1               0.46
sky130_fd_sc_hd__o22ai_1         2               0.51
sky130_fd_sc_hd__buf_4          32                9.7
sky130_fd_sc_hd__o32ai_1        28                9.9
sky130_fd_sc_hd__buf_2          10                2.0
sky130_fd_sc_hd__xnor2_1         2               0.71
sky130_fd_sc_hd__or4b_1          1               0.41
sky130_fd_sc_hd__clkbuf_2        1               0.20
sky130_fd_sc_hd__a21oi_1         7                1.4
sky130_fd_sc_hd__a21o_1         15                4.6
sky130_fd_sc_hd__o21a_1          3               0.91
sky130_fd_sc_hd__nor4_1          5                1.3
sky130_fd_sc_hd__or4_1           1               0.30
sky130_fd_sc_hd__nand2_1         6               0.91
sky130_fd_sc_hd__o31ai_1         1               0.30
sky130_fd_sc_hd__or3b_2          1               0.36
sky130_fd_sc_hd__a2bb2oi_2       1               0.61
sky130_fd_sc_hd__nor3_1          3               0.61
sky130_fd_sc_hd__a221o_1         2               0.81
sky130_fd_sc_hd__buf_1           6               0.91
sky130_fd_sc_hd__ha_1            2                1.0
sky130_fd_sc_hd__buf_6           1               0.46
sky130_fd_sc_hd__nor2_1         14                2.1
sky130_fd_sc_hd__nor4_2          1               0.51
sky130_fd_sc_hd__nor3_2          1               0.41
sky130_fd_sc_hd__a2bb2oi_1       7                2.5
sky130_fd_sc_hd__nand2b_1        3               0.76
sky130_fd_sc_hd__a31oi_1         3               0.76
sky130_fd_sc_hd__o21ai_0        10                2.0
sky130_fd_sc_hd__fa_1           31                 25
sky130_fd_sc_hd__or2_2           1               0.25
-- logic make-up (layout without fill, tap and decap cells) --
| logic type | after synthesis | in the layout | share of synthesized area, % |
|---|---|---|---|
| fa+ha+maj | 57 | 57 | 36.0 |
| simple gates | 42 | 42 | 9.69 |
| xor+xnor | 32 | 32 | 11.4 |
| buf+inv | 85 | 187 | 18.7 |
| compound gates | 79 | 79 | 24.3 |
-- path summary, 6_finish.rpt --
kind                               start         end  cells after the start
worst max-delay path                a[0]        zero                     42
worst min-delay path  alu_control_out[3]  result[31]                      4
-- cell type report --
cell class / instances / area, µm²
Inverter: 32 / 120
Fill cell: 741 / 3980
Multi-Input combinational cell: 210 / 2250
Timing Repair Buffer: 155 / 1370
Tap cell: 102 / 128
-- timing repair --
action                                  4_1_cts  5_1_grt
cloned                                        0        0
endpoints found under the setup margin       15       15
gates resized                                50       22
pin swaps                                     6        5
hold endpoints to repair                      0        0
buffers inserted                              5        5
No activity file was given, so power comes from the tool's default toggle rates.
