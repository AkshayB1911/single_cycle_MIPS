**/design/flow/design.v**
```verilog
module data_memory (
    input wire load_memory,
    input wire [31:0] data_mem_input,
    input wire [7:0] mem_addr_select,
    input wire [31:0] ALUresult,
    input wire [31:0] write_data,
    input wire clk,
    input wire data_reset,
    output wire [31:0] data,
    input wire Memwrite,
    input wire Memread
);
    reg [31:0] data_mem_q [255:0];
    integer i;
    always @(posedge clk or posedge data_reset) begin
        if (data_reset) begin
            for (i = 0; i < 256; i = i + 1)
                data_mem_q[i] <= 32'b0;
        end
        else if (load_memory) begin
            data_mem_q[mem_addr_select] <= data_mem_input;
        end
        else if (Memwrite) begin
            data_mem_q[ALUresult[7:0]] <= write_data;
        end
    end
    assign data = Memread ? data_mem_q[ALUresult[7:0]] : 32'b0;
endmodule
```
**/design/flow/run.sh**
```bash
#!/bin/bash
# OpenROAD 26Q1-2900-gdf79404cd8, Yosys 0.63+post, stock flow scripts
make -C /OpenROAD-flow-scripts/flow DESIGN_CONFIG=/design/flow/config.mk WORK_HOME=/design/flow/orfs finish
```
**/design/flow/config.mk**
```make
export PLATFORM = sky130hd
export DESIGN_NAME = data_memory
export DESIGN_NICKNAME = data_memory
export VERILOG_FILES = /design/flow/design.v
export SDC_FILE = /design/flow/constraint.sdc
export NUM_CORES = 4
export LEC_CHECK = 1
export CORE_UTILIZATION = 50
```
**/design/flow/constraint.sdc**
```tcl
current_design data_memory

set clk_period 6.8
set clk_io_pct 0.2

create_clock -name clk0 -period $clk_period [get_ports {clk}]

set non_clock_inputs [all_inputs -no_clocks]
set_input_delay [expr $clk_period * $clk_io_pct] -clock clk0 $non_clock_inputs
set_output_delay [expr $clk_period * $clk_io_pct] -clock clk0 [all_outputs]
```
==> flow_summary.toml <==
# generated from flow reports
[clock_tree]
clockBufferDepth = 4
cts.clk_slew.worst_paths_ns = 0.06
clkLatencyLatePin_ns = 1.21
htree_num_levels = 6
cts_root_buffer = "clkbuf_16"
cts_tree = "built"
cts.sinks = 8192
numCtsBuffers = 850

[timing]
hold_violations = 0
clock_skew_ns = 0
tns_ns = -0.427
slew_headroom_pct = 17.4
min_period_ns = 6.94
rsz0062_at_grt = "true"
setup_viol = 15
clock.fmax_mhz = 144
final.period_utilization_pct = 102
maxSlewViolCount = 0
worst_slew_pin_slew_ns = 1.24
fin_ws_ns = -0.136

[setup_path]
worstPathArrival_ns = 5.58
cp.required_ns = 5.44
start_kind = "input port"
worstPathMaxFanout = 14
worstSetupEndpointType = "output pin"
path_class = "in2out"

[global_route]
antenna_found_initial = 80
grt_pass1_wl_um = 2120000
grt_max_degree = 135
track_usage_pct = 45.9
grt_pass1_vias = 285000
grt-ovfl-total = 0

[finish]
final_util_pct = 59.6
stdcell_count = 45600
largest_reg_flops = 8192
regMostFlops = "data_mem_q"
area_growth_pct = 18.7
fill_cells = 55300
drive_gt1_share_pct = 13.5
top_regs = "data_mem_q x8192"

[yosys]
synthArstFlopShare_pct = 100
synth_cell_types = 76
yosysWarnings = 2
syn_area_um2 = 345000
edf_count = 0
yosys_area_um2 = 345000
yosysCellCount = 35700
syn_inst = 35700
ys_seq_share_pct = 59.5
ff_type = "dfrtp_1"
synth_flops = 8192
syn_area_per_cell_um2 = 9.65

[drt]
via_per_inst = 6.40
final_antenna_net_count = 0
drt_wl_total_um = 1500000
post-route-drc-count = 0
vias = 292000
post_drt_wl_per_cell_um = 32.9
drt-initial-drc-count = 26900
drt_pass1_iterations = 10

[floorplanning]
io_pins = 141
chipArea_um2 = 692000
fp.coreArea_um2 = 686000
die_y_um = 832
die_w_um = 832
initial_utilization_pct = 50.2
rows = 304

[placement]
dp.cells = 43900
dpl.hpwl_um = 1020000
place_congestion = 1.07
io_buffer_count = 116

[pwr]
p_per_area_nw_per_um2 = 287
sw_frac_of_total_pct = 26.6
p_switching_mw = 31.2
power_frac_seq_pct = 49.2
p_comb_share_pct = 10.3
power.internal_mw = 86.1
leakage_nw = 185
ir_drop_uv = 335
power_frac_clock_pct = 40.5

[run_status]
violations = "negative setup slack"
status = "finished with violations"

[hold_path]
hp-class = "reg2reg"

[job]
tool_warnings = 154
maxCapViolations = 0
==> cell usage in the layout, fill, tap and decap left out, types with 141 or more instances in the layout <==
cell          n
a21oi_1    8418
nor2_1     8317
dfrtp_1    8192
a22oi_1    2316
buf_4      1844
clkbuf_16   863
buf_12      800
and3_1      546
nand3_1     507
o22ai_1     424
a22o_1      373
nand4_1     356
a32oi_1     326
nand2_1     302
clkbuf_8    239
clkbuf_1    213
o22ai_4     165
a222oi_1    151
clkinv_2    141
==> synth_stat cells, drive strengths merged, types with 96 or more instances <==
library cell | number | area share (%)
o21ai | 135 | 0.21
nor4 | 191 | 0.35
a22o | 373 | 0.95
or4 | 96 | 0.21
o22ai | 601 | 1.3
nand2 | 308 | 0.34
nand3 | 538 | 0.78
and3 | 552 | 1.0
nand4 | 357 | 0.65
clkbuf | 2487 | 2.7
dfrtp | 8192 | 60
a221oi | 133 | 0.34
a32oi | 331 | 0.84
a222oi | 151 | 0.44
buf | 1214 | 1.7
a2111oi | 199 | 0.51
a22oi | 2325 | 5.1
a21oi | 8430 | 12
nor2 | 8439 | 9.2
==> logic make-up (layout without fill, tap and decap cells) <==
logic type,count (synthesis),count (layout),synth area share [%]
AND-OR/OR-AND,13000,13000,22.8
AND/OR/NAND/NOR,10700,10700,13.0
flip-flops,8192,8192,59.5
buffers and inverters,3708,4403,4.43
multiplexers,98,98,0.296
XOR/XNOR,4,4,0.0102
other,0,48,0
==> final timing paths <==
kind	cells past startpoint	startpoint	slack [ns]	endpoint
max reg2reg	2	data_mem_q[106][29]$_DFFE_PP0P_	5.71	data_mem_q[106][29]$_DFFE_PP0P_
min	2	data_mem_q[87][28]$_DFFE_PP0P_	0.52	data_mem_q[87][28]$_DFFE_PP0P_
max	14	ALUresult[5]	-0.14	data[11]
min in group asynchronous	3	data_reset	1.18	data_mem_q[212][21]$_DFFE_PP0P_
min reg2reg	2	data_mem_q[87][28]$_DFFE_PP0P_	0.52	data_mem_q[87][28]$_DFFE_PP0P_
max in group asynchronous	6	data_reset	3.80	data_mem_q[244][16]$_DFFE_PP0P_
==> power groups by stage <==
stage	combinational, mW	sequential [mW]	clock (mW)
finish	12.1	57.7	47.5
global route	13.4	58.4	49.9
CTS	11.9	57.6	48.0
==> metal layers <==
layer | global-route usage [%] | part of all wire [%]
met1 | 60.6 | 35
met5 | 1.09 | 0.084
met2 | 60.9 | 42
met4 | 30.8 | 9.1
met3 | 23.4 | 14
==> layout make-up <==
| class | count | area (µm²) | share of cell area [%] |
|---|---|---|---|
| diodes | 48 | 120 | 0.0294 |
| repair buffers | 2844 | 32500 | 7.94 |
| inverters | 7 | 30.0 | 0.00734 |
| well taps | 9180 | 11500 | 2.81 |
| clock inverters | 246 | 3010 | 0.735 |
| flip-flops and latches | 8192 | 205000 | 50.1 |
| clock buffers | 1306 | 25500 | 6.23 |
| multi-input cells | 23800 | 132000 | 32.1 |
==> stage by stage <==
stage	area [µm²]	hold slack, ns	total power [mW]	setup slack (ns)
2_1_floorplan	345000	0.487	66.4	-108.94
3_3_place_gp	376000	0.498	69.5	-1.07
3_5_place_dp	376000	0.508	70.1	-0.993
4_1_cts	407000	0.520	117	-0.0967
5_1_grt	409000	0.525	122	-0.0520
6_report	409000	0.518	117	-0.136
==> timing repair <==
| item | in CTS | in global routing |
|---|---|---|
| pin swaps | 62 | 95 |
| resized | 364 | 239 |
| cloned | 12 | 8 |
| buffers inserted | 30 | 61 |
| hold endpoints to repair | 0 | 0 |
| setup endpoints to repair | 32 | 32 |
| hold buffers | 0 | 0 |
==> critical path, cell delays in order <==
cell,delay (ns)
buf_8,0.13
buf_12,0.16
clkbuf_16,0.18
nand4bb_4,0.12
buf_4,0.48
buf_4,0.39
o22ai_1,0.15
nor2_1,0.52
o2111ai_1,0.38
nor3_4,0.30
nand4_1,0.36
buf_4,0.27
o221a_4,0.30
clkdlybuf4s50_1,0.43
Power and IR drop assume default switching activity.
